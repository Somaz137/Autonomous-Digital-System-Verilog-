==> /design/flow/run.sh <==
#!/bin/bash
# OpenROAD 26Q1-2900-gdf79404cd8, Yosys 0.63+post, stock flow scripts
make -C /OpenROAD-flow-scripts/flow DESIGN_CONFIG=/design/flow/config.mk WORK_HOME=/design/flow/orfs finish
==> /design/flow/config.mk <==
export PLATFORM = sky130hd
export DESIGN_NAME = autonomous_digital_system
export DESIGN_NICKNAME = autonomous_digital_system
export VERILOG_FILES = /design/flow/design.v
export SDC_FILE = /design/flow/constraint.sdc
export NUM_CORES = 4
export LEC_CHECK = 1
export CORE_AREA = 10 10 74 74
export DIE_AREA = 0 0 84 84
==> /design/flow/constraint.sdc <==
current_design autonomous_digital_system

set clk_period 2.5
set clk_io_pct 0.2

create_clock -name clk0 -period $clk_period [get_ports {clock}]

set non_clock_inputs [all_inputs -no_clocks]
set_input_delay [expr $clk_period * $clk_io_pct] -clock clk0 $non_clock_inputs
set_output_delay [expr $clk_period * $clk_io_pct] -clock clk0 [all_outputs]
==> /design/flow/design.v <==
module autonomous_digital_system(
    input clock,
    input reset,
    output reg [7:0] accumulator
);
    parameter MEM_DEPTH = 3;
    wire [1:0] Command;
    wire [5:0] Value;
    reg [7:0] ProgramCounter;
    wire [7:0] instructionFromMemory;
    wire [7:0] ALUToAccumulator;
    ALU ALU1(
        .Command(Command),
        .Value(Value),
        .AccumulatorToALU(accumulator),
        .ToAccumulator(ALUToAccumulator)
    );
    memory memory1(
        .addressFromPC(ProgramCounter),
        .instruction(instructionFromMemory)
    );
    instruction_decoder instruction_decoder1(
        .instruction(instructionFromMemory),
        .CommandFromDecoder(Command),
        .ValueFromDecoder(Value)
    );
    always @(posedge clock or posedge reset) begin
        if (reset) begin
            accumulator <= 8'b0;
            ProgramCounter <= 0;
        end else begin
            accumulator <= ALUToAccumulator;
            if (ProgramCounter < MEM_DEPTH-1)
                ProgramCounter <= ProgramCounter + 1;
        end
    end
endmodule
module memory(
    input [7:0] addressFromPC,
    output reg [7:0] instruction
);
    reg [7:0] memoryCells [2:0];
    initial begin
    memoryCells[0] = 8'h03;
    memoryCells[1] = 8'h47;
    memoryCells[2] = 8'h84;
    end
    always @(*) begin
        instruction = memoryCells[addressFromPC];
    end
endmodule
module instruction_decoder(
    input [7:0] instruction,
    output reg [1:0] CommandFromDecoder,
    output reg [5:0] ValueFromDecoder
);
    always @(*) begin
        CommandFromDecoder = instruction[7:6];
        ValueFromDecoder = instruction[5:0];
    end
endmodule
module ALU(
    input [1:0] Command,
    input [5:0] Value,
    input [7:0] AccumulatorToALU,
    output reg [7:0] ToAccumulator
);
    always @(*) begin
        case (Command)
            2'b00: ToAccumulator = Value;
            2'b01: ToAccumulator = AccumulatorToALU + Value;
            2'b10: ToAccumulator = AccumulatorToALU & Value;
            2'b11: ToAccumulator = AccumulatorToALU | Value;
            default: ToAccumulator = AccumulatorToALU; 
        endcase
    end
endmodule
==> CHANGELOG.md <==
### Implementation results

- Final Hold Vio Count: 0
- Vias: between 600 and 700
- Syn Inst Count: 87
- Fmax: 505.1 MHz
- Syn Area/Cell: roughly 10 um2
- Clk buf depth: 2
- Clock-pin transition on the worst setup and hold timing paths: about 0.06 ns
- Count of cell types in the netlist: 26
- Psw: a little over 0.09 mW
- Clock share of power: 0.460
- Setup crit start kind: register
- Leak: 0.5097 nW
- CTS Sinks: 16
- H-tree levels: 1
- Clock root buffer: clkbuf_8
- Die Wd: ~84 um
- Iter 0 DRT Violations: 23
- Clk latency late pin: approximately 0.24 ns
- Synth Cell Area: 912.1 um2
- DP Worst Slack: 0.5389 ns
- DR DRC count: 0
- CTS tree: built
- Core box area: 3971 um2
- Most used cell, CP: ha_1
- Crit-path max cell delay: 0.40 ns
- GRT Util Overall: 0.04881
- Number of port buffers: 9
- Routed Antenna Nets: 0
- YS chip area: roughly 910 um2
- Reg power frac: 0.527
- Multiplexer share: 0.02195
- Die ar.: between 7000 and 8000 um2
- Design Area, Final: ~1100 um2
- Placer Congestion: ~0.8
- Tightest Hold Check Type: register to register
- XOR/XNOR Area Share: 0.04801
- Setup Skew: roughly 0.00084 ns
- Post-CTS Resized: 0
- Fin cells: between 100 and 150
- RSZ-0062 raised after global routing: false
- Yosys adder share: 0.1591
- ANT cells: 0
- Placed inst area: 1039 um2
- I/O Pins: 10
- Largest net degree at the start of global routing: 17
- Pwr Total: slightly below 0.5 mW
- Hold buffers post-CTS: 0
- Synth warn: 4
- Status: finished clean
- Cell Rows: 23
- Fin worst setup slack: about 0.52 ns
- CP Max Fanout: 6
- Internal Power: ~0.40 mW
- Final setup vio count: 0
- Crit. End Element: register
- Logic pwr share: 0.013
- Drt via density: around 4.2
- Final Max-Slew Violation Tally: 0
- Initial antenna violation count: 0
- Power density over the cells: between 400 and 500 nW/um2
- Grt ovf: 0
- Tcrit/Tclk final: 0.7919
- WL/cell: around 11 um
- Crit-path leading delay family: adder cells
- Pre-antenna DRT Iters: 4
- Fillers: ~400
- Inserted Clock Buffers: 3
- Inst Count DP: approximately 140
- Top cell excl fill/tap: dfrtp_1
- Total negative slack: 0 ns
- DP HPWL: roughly 1.2 mm
- Final hold slack: between 0.3 and 0.4 ns
- Area delta synth->final: 19.89%
- Max cap viols: 0
- Commonest non-fill, non-tap cells in the layout: 16 x dfrtp_1, 10 x inv_1, 10 x ha_1, 9 x clkdlybuf4s50_1, 8 x nor2_1
- Buf/Inv on CP: 1
- Tool warning count: 31
- Basic Gates by Area: 0.1070
- Worst EP required: 2.67 ns
- First-pass GRT wire length: between 3 and 4 mm
- Seq share, synth: 0.4390
- Sw Ratio: 0.1862
- AO/OA Area Share: 0.1385
- Setup Buffers After CTS: 0
- Arrival @ worst endpoint: 2.15 ns
- Finished Core Util: 0.2754
- Crit-path cells: inv_1 > ha_1 > ha_1 > nand3_1 > and2_4 > or3_1 > a21oi_1
- Final min period: between 1.5 and 2 ns
- Worst Tran Pin Value: 0.5907 ns
- Number of global-route vias before repair: 607
- Kind of critical path: register to register
- # Cells Yosys: ~87
- Synth Register Bits: 16
- WL final: approximately 1.6 mm
- Peak VDD IR: 0.0003137 V
- Initial Util: 0.2297
- Slew Limit Headroom: 0.6058
- Slowest-stage cell, CP: dfrtp_1
- Share of cells above drive strength 1: 0.1053
- Biggest combinational cell group after synthesis: adder cells
- Die Ht: 84 um
[cells by family after synthesis]
family	Yosys count
AOI/OAI and AO/OA	16
xor gates and xnor gates	5
DFF	16
buffers and inverters	17
and+or+nand+nor	20
muxes	2
adders and majority gates	11
[Yosys cell counts]
master | n | area share
nand3_1 | 1 | 0.0055
buf_6 | 2 | 0.025
nand4_1 | 2 | 0.014
a22o_2 | 1 | 0.011
o21ai_0 | 3 | 0.016
fa_1 | 1 | 0.022
mux2i_1 | 2 | 0.022
a41o_2 | 1 | 0.012
a41o_1 | 1 | 0.011
xnor2_1 | 2 | 0.019
a311oi_1 | 1 | 0.0096
nor2_1 | 8 | 0.033
nor2b_1 | 1 | 0.0069
a21o_1 | 1 | 0.0082
a22oi_1 | 4 | 0.033
and2_4 | 1 | 0.0096
a21oi_1 | 3 | 0.016
dfrtp_1 | 16 | 0.44
or3_1 | 1 | 0.0069
clkbuf_1 | 5 | 0.021
inv_1 | 10 | 0.041
and4b_1 | 1 | 0.011
nand2_1 | 5 | 0.021
ha_1 | 10 | 0.14
a21boi_4 | 1 | 0.021
xor2_1 | 3 | 0.029
[metal layers]
metal  up-vias  GRT usage  part of all wire
li1        309          -                 -
met1       294    0.07008              0.52
met2        10    0.06969              0.42
met3         2    0.01673             0.054
met4         0   0.007610            0.0050
met5         -          0                 0
[sequential cells by signal, summed over array words and instances (netlist names)]
name	count
ProgramCounter	8
accumulator	8
[final timing paths]
path / start / to / slack [ns] / cells past startpoint
worst min register to register: ProgramCounter[5] / ProgramCounter[5] / 0.38 / 0
worst max register to register: ProgramCounter[0] / accumulator[7] / 0.52 / 7
max in group asynchronous: reset / ProgramCounter[0] / 1.48 / 2
worst min-delay path: ProgramCounter[5] / ProgramCounter[5] / 0.38 / 0
min in group asynchronous: reset / ProgramCounter[3] / 0.63 / 2
worst max-delay path: ProgramCounter[0] / accumulator[7] / 0.52 / 7
[power groups by stage]
| stage | clock network (mW) | registers (mW) | logic [mW] |
|---|---|---|---|
| final | 0.226 | 0.259 | 0.00642 |
| after global routing | 0.242 | 0.259 | 0.00755 |
| after CTS | 0.230 | 0.259 | 0.00688 |
[final cells by class]
| cell class | count | area, um2 | area share |
|---|---|---|---|
| Multi-Input combinational cell | 54 | 432.9 | 0.3959 |
| Sequential cell | 16 | 400.4 | 0.3661 |
| Tap cell | 50 | 62.56 | 0.05721 |
| Timing Repair Buffer | 11 | 105.1 | 0.09611 |
| Clock buffer | 4 | 55.05 | 0.05034 |
| Inverter | 10 | 37.54 | 0.03432 |
Power is estimated from default activity; no workload was simulated.
